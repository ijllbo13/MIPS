## design/flow/run.sh

```bash
#!/bin/bash
# OpenROAD 26Q1-2900-gdf79404cd8, Yosys 0.63+post, stock flow scripts
make -C /OpenROAD-flow-scripts/flow DESIGN_CONFIG=/design/flow/config.mk WORK_HOME=/design/flow/orfs finish
```

## design/flow/config.mk

```make
export PLATFORM = sky130hd
export DESIGN_NAME = RegisterGP
export DESIGN_NICKNAME = RegisterGP
export VERILOG_FILES = /design/flow/design.v
export SDC_FILE = /design/flow/constraint.sdc
export NUM_CORES = 4
export LEC_CHECK = 1
export CORE_AREA = 10 10 94 94
export DIE_AREA = 0 0 104 104
```

## design/flow/constraint.sdc

```tcl
current_design RegisterGP

set clk_period 1.1
set clk_io_pct 0.2

create_clock -name clk0 -period $clk_period [get_ports {clk}]

set non_clock_inputs [all_inputs -no_clocks]
set_input_delay [expr $clk_period * $clk_io_pct] -clock clk0 $non_clock_inputs
set_output_delay [expr $clk_period * $clk_io_pct] -clock clk0 [all_outputs]
```

## design/flow/design.v

```verilog
module RegisterGP
#(
	parameter N=32
)
(
	input clk,
	input reset,
	input enable,
	input  [N-1:0] DataInput,
	output reg [N-1:0] DataOutput
);
always@(negedge reset or posedge clk) begin
	if(reset==0)
		DataOutput <= 'h10008000;
	else	
		if(enable==1)
			DataOutput<=DataInput;
end
endmodule
```

==> flow_summary.rst <==
Run summary
-----------

.. list-table::
   :header-rows: 1

   * - Metric
     - Value
   * - Status
     - finished, violations left
   * - Failing checks
     - setup timing
   * - Internal power
     - 0.00228 W
   * - Synthesized area per cell
     - 19.8 µm²
   * - Fin Clk Skew
     - 0 ns
   * - Largest regs
     - DataOutput x32
   * - Clock network power share
     - 0.334
   * - Worst setup path category
     - flop to output port
   * - Core region area
     - 6830 µm²
   * - Most common cell after layout, fill and taps aside
     - clkdlybuf4s50_1
   * - Post-route worst setup slack
     - -0.00699 ns
   * - Longest individual stage delay on the worst path
     - 0.53 ns
   * - Required time reported for the critical path endpoint
     - 0.88 ns
   * - Number of clock sinks
     - 32
   * - Clock insertion delay at the later pin of the skew report
     - 0.27 ns
   * - Routed wl met3
     - 158 µm
   * - Weighted congestion reported at the end of routability-driven placement
     - 0.687
   * - RSZ-0062 raised after global routing
     - yes
   * - Startpoint of the lowest-slack register-to-register path
     - DataOutput[8]$_DFFE_PN0P_
   * - Final core occ
     - 0.319
   * - Total cells reported by yosys after synthesis
     - 68
   * - Combinational group share of total power
     - 0.193
   * - Final non-filler cell total
     - 243
   * - LEAKAGE
     - 1.01 nW
   * - DP HPWL
     - 2560 µm
   * - # DRC
     - 0
   * - Number of nets with antenna violations after detailed routing
     - 0
   * - Cts-stage hold buffer count
     - 0
   * - Sequential power share
     - 0.473
   * - Boundary pin count
     - 67
   * - Power density over the cells
     - 1320 nW/µm²
   * - Slew at the pin with the worst max-slew slack
     - 0.281 ns
   * - Slew Limit Headroom
     - 0.812
   * - Number of global-route vias before repair
     - 951
   * - Crit-path cells
     - buf_2
   * - Most frequent cells in the layout
     - clkdlybuf4s50_1 (33), dfrtp_1 (30), mux2_4 (30)
   * - Die span in y
     - 104 µm
   * - Post-synth seq share
     - 0.596
   * - H-tree lvl count
     - 2
   * - Minimum clock period after layout
     - 1.11 ns
   * - Number of flip-flops under the largest register name
     - 32
   * - CP Launch Type
     - flop
   * - R2r worst-path depth
     - 3
   * - Maximum number of pins on one net before global-route repair
     - 16
   * - Sum of negative setup slack
     - -0.0134 ns
   * - Horizontal die dimension
     - 104 µm
   * - R2R Setup Slk
     - 0.11 ns
   * - Detail-routed net length per standard cell
     - 13.8 µm
   * - Number of warnings printed during yosys synthesis
     - 1
   * - OpenROAD warning count
     - 27
   * - Number of library cell types mapped by synthesis
     - 6
   * - Number of buffers and inverters on the critical path
     - 1
   * - Type of destination of the critical path
     - output port
   * - Area figure in the yosys stat output
     - 1350 µm²
   * - Fraction of layout cells with a size suffix above 1
     - 0.463
   * - Endpoint of the worst-slack reg-to-reg timing path
     - DataOutput[8]$_DFFE_PN0P_
   * - Worst vdd ir
     - 0.000435 V
   * - Synthesized instance count
     - 68
   * - Initial antenna violation count
     - 0
   * - Number of hold-slack violations in the final timing report
     - 0
   * - CTS tree
     - built
   * - Final cycle utilization of the critical path
     - 1.01
   * - Layout-stage area growth over the synthesis result
     - 61.8%
   * - Switching power share of the total
     - 0.207
   * - Cell total after placement
     - 231
   * - Routed wire length
     - 3360 µm
   * - First-iteration detailed-routing DRC count
     - 19
   * - Post-Synthesis Cell Area
     - 1350 µm²
   * - Total clock buffers created by CTS
     - 5
   * - First-pass iteration count of the detailed router
     - 3
   * - Routed vias/inst
     - 3.38
   * - FP Core Util
     - 0.197
   * - FILL cells
     - 680
   * - Post-Route M1 WL
     - 1430 µm
   * - Maximum achievable frequency
     - 0.903 GHz
   * - Max Cap Viol
     - 0
   * - Switching power
     - 0.000595 W
   * - Slowest CP cell
     - dfstp_2
   * - Post-synthesis sequential element count
     - 32
   * - Wire length on met2
     - 1690 µm
   * - DR top layer
     - met4
   * - Cell row count
     - 30
   * - Total count of max-transition violations in the final report
     - 0
   * - Count of input and output buffers
     - 66
   * - Clock root buffer
     - clkbuf_8
   * - Final instance area
     - 2180 µm²
   * - Placed Instance Area
     - 2130 µm²
   * - Diodes inserted
     - 0
   * - Setup-violating endpoint count in the final report
     - 2
   * - Largest Register
     - DataOutput
   * - Final global-route overflow total
     - 0
   * - Largest fanout of any net on the critical path
     - 2
   * - Floorplan die area
     - 10800 µm²
   * - Detailed-route via count
     - 821
   * - Signal arrival time at the worst endpoint
     - 0.89 ns
   * - Total routing resource utilization after global routing
     - 0.0613
   * - Largest delay share family, worst path
     - flip-flops
   * - Number of buffers between clock root and the deepest sink
     - 2
   * - Clock-pin slew of the registers on the worst-case setup and hold paths
     - 0.07 ns
   * - Class of the worst hold path
     - input pin to async pin
   * - Global-route wire length before repair
     - 5380 µm
cell type report:
class / count / area [µm²] / share of cell area
Multi-Input combinational cell: 32 / 473 / 0.217
Sequential cell: 32 / 803 / 0.368
Timing Repair Buffer: 76 / 688 / 0.316
Clock buffer: 7 / 96.3 / 0.0442
Tap cell: 96 / 120 / 0.0551
metrics by stage:
step                hold slack (ns)  total power, W  worst slack, ns
finish                        0.185         0.00287         -0.00699
global route                  0.186         0.00304          -0.0505
CTS                           0.180         0.00298          -0.0266
detailed placement            0.488         0.00201          -0.0892
global placement              0.484         0.00201          -0.0884
floorplan                   -0.0756         0.00158            0.213
routing by layer:
metal  vias up  global-route usage
li1        389                   -
met1       398              0.0806
met2        29              0.0991
met3         5              0.0175
met4         0              0.0119
met5         -                   0
timing repair:
| item | 4_1_cts | 5_1_grt |
|---|---|---|
| pin swaps | 0 | 0 |
| gates resized | 66 | 14 |
| buffers inserted | 3 | 2 |
| setup endpoints to repair | 32 | 18 |
synthesized netlist by cell type, drive strengths merged:
master | count | area [µm²]
mux2 | 32 | 473
dfrtp | 30 | 751
buf | 4 | 71.3
dfstp | 2 | 52.6
worst max path at each step:
stage | startpoint | endpoint | slack, ns | cells after the start
after CTS | DataOutput[28]$_DFFE_PN1P_ | DataOutput[28] | -0.03 | 1
after global routing | DataOutput[28]$_DFFE_PN1P_ | DataOutput[28] | -0.05 | 1
final | DataOutput[28]$_DFFE_PN1P_ | DataOutput[28] | -0.007 | 1
kinds of logic after synthesis:
group and synth area share:
mux 0.351, flops 0.596, buf+inv 0.0529
power groups by stage:
stage         combinational (W)  sequential, W  clock, W
CTS                    0.000590        0.00136   0.00102
global route           0.000602        0.00138   0.00106
finish                 0.000555        0.00136  0.000959
Power is estimated from default activity; no workload was simulated.
